--- design/flow/config.mk ---
export PLATFORM = sky130hd
export DESIGN_NAME = uart_echo
export DESIGN_NICKNAME = uart_echo
export VERILOG_FILES = /design/flow/design.v
export SDC_FILE = /design/flow/constraint.sdc
export NUM_CORES = 4
export LEC_CHECK = 1
export CORE_UTILIZATION = 30
--- design/flow/constraint.sdc ---
current_design uart_echo

set clk_period 5.9
set clk_io_pct 0.2

create_clock -name clk0 -period $clk_period [get_ports {clk}]

set non_clock_inputs [all_inputs -no_clocks]
set_input_delay [expr $clk_period * $clk_io_pct] -clock clk0 $non_clock_inputs
set_output_delay [expr $clk_period * $clk_io_pct] -clock clk0 [all_outputs]
--- design/flow/design.v ---
module uart_echo #(
    parameter integer CLK_FREQ  = 50_000_000,
    parameter integer BAUD_RATE = 115_200
)(
    input  wire clk,
    input  wire rst,
    input  wire rx,
    output reg  tx
);
    localparam integer CLKS_PER_BIT = CLK_FREQ / BAUD_RATE;
    reg [3:0]  rx_state   = 0;
    reg [31:0] rx_clk_cnt = 0;
    reg [2:0]  rx_bit_idx = 0;
    reg [7:0]  rx_byte    = 0;
    reg        rx_done    = 0;
    reg [3:0]  tx_state   = 0;
    reg [31:0] tx_clk_cnt = 0;
    reg [2:0]  tx_bit_idx = 0;
    reg [7:0]  tx_byte    = 0;
    reg        tx_active  = 0;
    initial tx = 1;
    always @(posedge clk) begin
        if (rst) begin
            rx_state  <= 0;
            rx_done   <= 0;
            tx_state  <= 0;
            tx_active <= 0;
            tx        <= 1;
        end else begin
            case (rx_state)
                0: begin   
                    if (rx == 0) begin
                        rx_clk_cnt <= 0;
                        rx_state   <= 1;
                    end
                end
                1: begin   
                    if (rx_clk_cnt == (CLKS_PER_BIT/2)) begin
                        rx_clk_cnt <= 0;
                        rx_bit_idx <= 0;
                        rx_state   <= 2;
                    end else
                        rx_clk_cnt <= rx_clk_cnt + 1;
                end
                2: begin   
                    if (rx_clk_cnt == CLKS_PER_BIT-1) begin
                        rx_clk_cnt          <= 0;
                        rx_byte[rx_bit_idx] <= rx;
                        if (rx_bit_idx == 7)
                            rx_state <= 3;
                        else
                            rx_bit_idx <= rx_bit_idx + 1;
                    end else
                        rx_clk_cnt <= rx_clk_cnt + 1;
                end
                3: begin   
                    if (rx_clk_cnt == CLKS_PER_BIT-1) begin
                        rx_done <= 1;
                        rx_state <= 0;
                    end else
                        rx_clk_cnt <= rx_clk_cnt + 1;
                end
            endcase
            if (rx_done && !tx_active) begin
                tx_byte   <= rx_byte;
                tx_active <= 1;
                tx_state  <= 0;
                rx_done   <= 0;
            end
            if (tx_active) begin
                case (tx_state)
                    0: begin   
                        tx <= 0;
                        if (tx_clk_cnt == CLKS_PER_BIT-1) begin
                            tx_clk_cnt <= 0;
                            tx_bit_idx <= 0;
                            tx_state   <= 1;
                        end else
                            tx_clk_cnt <= tx_clk_cnt + 1;
                    end
                    1: begin   
                        tx <= tx_byte[tx_bit_idx];
                        if (tx_clk_cnt == CLKS_PER_BIT-1) begin
                            tx_clk_cnt <= 0;
                            if (tx_bit_idx == 7)
                                tx_state <= 2;
                            else
                                tx_bit_idx <= tx_bit_idx + 1;
                        end else
                            tx_clk_cnt <= tx_clk_cnt + 1;
                    end
                    2: begin   
                        tx <= 1;
                        if (tx_clk_cnt == CLKS_PER_BIT-1) begin
                            tx_active <= 0;         
                            tx_state  <= 0;         
                            tx_clk_cnt <= 0;        
                        end else
                            tx_clk_cnt <= tx_clk_cnt + 1;
                    end
                endcase
            end
        end
    end
endmodule
--- design/flow/run.sh ---
#!/bin/bash
# OpenROAD 26Q1-2900-gdf79404cd8, Yosys 0.63+post, stock flow scripts
make -C /OpenROAD-flow-scripts/flow DESIGN_CONFIG=/design/flow/config.mk WORK_HOME=/design/flow/orfs finish
==> impl_metrics.env <==
# yosys + openroad results
export IMPL_status="completed"
export IMPL_antenna_left=0
export IMPL_critPathSlowestCell="nor3_1"
export IMPL_ys_seq_elements=95
export IMPL_grtUsageMet1_pct=16.4
export IMPL_synthTopCellsByCount="86 x edfxtp_1, 54 x nor2_1, 34 x nand2_1"
export IMPL_cpLargestDelayFamily="simple AND/OR/NAND/NOR gates"
export IMPL_antenna_found_initial=0
export IMPL_initial_core_util_pct=31.2
export IMPL_worstSetupEndpointType="register"
export IMPL_fin_ws_ns=3.12
export IMPL_synth_async_reset_ratio_pct=0
export IMPL_cts_max_level=3
export IMPL_cts_clk_slew_worst_paths_ns=0.06
export IMPL_slew_headroom_pct=34.4
export IMPL_grt_overflow_total=0
export IMPL_ys_cells=442
export IMPL_reg2reg_slack_ns=3.36
export IMPL_holdBufCountCts=0
export IMPL_leakagePower_nw=1.83
export IMPL_hp_class="register to register"
export IMPL_post_drt_via_cell_ratio=4.82
export IMPL_syn_area_um2=5030
export IMPL_period_minus_slack_ns=2.78
export IMPL_grt_busiest_layer="met1"
export IMPL_grt_usage_pct=10.4
export IMPL_drcViolationCount=0
export IMPL_tightest_slew_ns=0.977
export IMPL_cts_root_buf="clkbuf_16"
export IMPL_clk_latency_ns=0.34
export IMPL_dpl_instance_area_um2=5350
export IMPL_cts_setup_buffers=0
export IMPL_max_freq_mhz=360
export IMPL_finalSetupTns_ns=0
export IMPL_pre_cts_ws_ns=2.76
export IMPL_finalCritPeriodShare_pct=47.0
export IMPL_critical_path_max_stage_delay_ns=0.90
export IMPL_grt_setup_unrepaired="no"
export IMPL_worstPathRequired_ns=5.86
export IMPL_rows=46
export IMPL_post_cts_resized=0
export IMPL_seq_area_frac_synth_pct=54.9
export IMPL_place_congestion=0.827
export IMPL_crit_chain="clkdlybuf4s50_1 -> nor3_1"
export IMPL_setup_worst_path_class="input pin to register"
export IMPL_route_vias_total=3258
export IMPL_arrival_ns=2.74
export IMPL_drive_gt1_share_pct=8.48
export IMPL_area_leaders="edfxtp_1 51%, xnor2_1 5.0%, xor2_1 4.2%"
export IMPL_numCtsBuffers=9
export IMPL_edf_count=86
export IMPL_power_density_nw_per_um2=318
export IMPL_finalSetupViolCount=0
export IMPL_worst_setup_path_start_kind="input pin"
export IMPL_met3_usage_pct=2.99
export IMPL_synth_top_cell_area_share_pct=51.3
export IMPL_pin_count=4
export IMPL_vdd_ir_drop_max_mv=0.228
export IMPL_nFillCells=1564
export IMPL_n_antenna_cell=0
export IMPL_cts_tree="done"
export IMPL_fp_dieH_um=132
export IMPL_netlist_cell_type_count=51
export IMPL_yosysWarnings=1
export IMPL_grt_pass1_vias=3109
export IMPL_whs_ns=0.468
export IMPL_synthCells=442
export IMPL_first_iter_violations=269
export IMPL_clockBufferDepth=2
export IMPL_hold_viol=0
export IMPL_finClkSkew_ns=0.00908
export IMPL_fin_area_um2=5640
export IMPL_die_w_um=132
export IMPL_crit_fanout=14
export IMPL_postRouteWirelength_um=8340
export IMPL_die_area_um2=17300
export IMPL_path_buffers=1
export IMPL_met2_usage_pct=15.2
export IMPL_yosysChipArea_um2=5030
export IMPL_grt_max_degree=33
export IMPL_port_buffers=3
export IMPL_area_growth_pct=12.0
export IMPL_wl_per_cell_um=12.3
export IMPL_warnings=34
export IMPL_max_cap_violations=0
export IMPL_most_common_cell="edfxtp_1"
export IMPL_ys_flop_type="edfxtp_1"
export IMPL_dr_pass1_iters=4
export IMPL_coreArea_um2=16100
export IMPL_largest_area_cell="edfxtp_1"
export IMPL_synth_avg_cell_area_um2=11.4
export IMPL_slew_viol_final=0
export IMPL_clock_sinks=95
export IMPL_dpl_hpwl_um=5680
export IMPL_grt_pass1_wl_um=14600
[registers in the layout, indices dropped and copies added (netlist names), 2 cells and up]
name and flops:
tx_clk_cnt 32, rx_clk_cnt 32, rx_bit_idx 3, rx_byte 8, tx_bit_idx 3, tx_state 4, tx_byte 8, rx_state 2
[power breakdown]
| group | switching (mW) | internal, mW |
|---|---|---|
| clock network | 0.241 | 0.325 |
| logic | 0.185 | 0.124 |
| registers | 0.0873 | 0.834 |
| total | 0.513 | 1.28 |
[layout make-up]
| class | count | area, µm² | share of cell area (%) |
|---|---|---|---|
| Clock inverter | 7 | 62.6 | 1.11 |
| Clock buffer | 9 | 225 | 4.00 |
| Inverter | 14 | 52.6 | 0.932 |
| Tap cell | 216 | 270 | 4.79 |
| Timing Repair Buffer | 7 | 60.1 | 1.07 |
| Multi-Input combinational cell | 328 | 2200 | 39.1 |
| Sequential cell | 95 | 2760 | 49.0 |
[cell families (layout without fill, tap and decap cells)]
family | Yosys count | count (layout) | share of synthesized area, %
flops | 95 | 95 | 54.9
mux | 7 | 7 | 1.96
xor+xnor | 53 | 53 | 9.22
simple gates | 208 | 208 | 22.2
fa+ha+maj | 16 | 16 | 3.98
buf+inv | 19 | 37 | 1.64
compound gates | 44 | 44 | 6.14
[metal layers]
| metal | vias up | share of wire, % |
|---|---|---|
| li1 | 1666 | - |
| met3 | 11 | 3.6 |
| met5 | - | 0 |
| met1 | 1538 | 51 |
| met2 | 43 | 44 |
| met4 | 0 | 1.0 |
[metrics by stage]
stage | cells | total power, mW | utilization, %
finish | 676 | 1.80 | 35.0
global route | 676 | 1.89 | 35.0
CTS | 676 | 1.81 | 35.0
detailed placement | 660 | 1.24 | 33.2
global placement | 660 | 1.24 | 33.2
floorplan | 442 | 1.17 | -
[placed cells by master (no fill, tap or decap), types with 3 or more instances in the layout]
cell / netlist / routed
nand4_1: 14 / 14
xor2_1: 24 / 24
o21ai_0: 15 / 15
edfxtp_1: 86 / 86
and3_1: 12 / 12
nand2b_1: 4 / 4
or3_1: 8 / 8
clkinv_1: 0 / 3
nor2b_1: 3 / 3
or2_2: 5 / 5
nor4b_1: 4 / 4
inv_1: 14 / 14
nand2_1: 34 / 34
mux2_2: 3 / 3
nand3_1: 23 / 23
nor3_1: 10 / 10
nor2_1: 54 / 53
clkbuf_16: 0 / 9
nor4_1: 13 / 13
and4_1: 5 / 5
dfxtp_1: 9 / 9
and2_1: 7 / 7
xnor2_1: 29 / 29
buf_4: 3 / 4
a21oi_1: 11 / 11
clkdlybuf4s50_1: 0 / 3
ha_1: 16 / 16
[path summary, 6_finish.rpt]
kind | depth (start not counted) | endpoint | from
min | 0 | tx_byte[4]$_DFFE_PP_ | rx_byte[4]$_DFFE_PP_
min reg2reg | 0 | tx_byte[4]$_DFFE_PP_ | rx_byte[4]$_DFFE_PP_
max reg2reg | 7 | tx_bit_idx[1]$_SDFFCE_PN0P_ | tx_clk_cnt[1]$_SDFFCE_PN0P_
max | 2 | rx_byte[3]$_DFFE_PP_ | rst
No activity file was given, so power comes from the tool's default toggle rates.
